File: flow/run.sh
#!/bin/bash
# OpenROAD 26Q1-2900-gdf79404cd8, Yosys 0.63+post, stock flow scripts
make -C /OpenROAD-flow-scripts/flow DESIGN_CONFIG=/design/flow/config.mk WORK_HOME=/design/flow/orfs finish
File: flow/config.mk
export PLATFORM = sky130hd
export DESIGN_NAME = SignalDecode
export DESIGN_NICKNAME = SignalDecode
export VERILOG_FILES = /design/flow/design.v
export SDC_FILE = /design/flow/constraint.sdc
export NUM_CORES = 4
export LEC_CHECK = 1
export CORE_AREA = 10 10 165 165
export DIE_AREA = 0 0 175 175
File: flow/design.v
`timescale 1ns / 1ps
module DecodeInstr(
        input logic [5:0] op, func,
        output logic MemtoReg, MemWrite,
        output logic BitShift, Alusrc,
        output logic RegDst, RegWrite,
        output logic Jump, JumpReg, JumpLink,
        output logic [2:0] Alucontrol,
        output logic Branchbeq, Branchneq
    );
    logic [2:0] Aluop;
    logic Jp;
    MainDec md(op, MemtoReg, MemWrite, Branchneq, Branchbeq,
               Alusrc, RegDst, RegWrite, Jp, JumpLink, Aluop);
    AluDec ad(func, Aluop,
              Alucontrol, BitShift, JumpReg);
    assign Jump = Jp | JumpReg;
endmodule
`timescale 1ns / 1ps
module SignalDecode(
        input logic clk,
        input logic [31:0] Instr, PCPlus4DIn,
        output logic BranchD, JumpD, JumpRegD, JumpLinkD,
        output logic RegWriteD, MemtoRegD, MemWriteD,
        output logic [2:0] ALUControlD,
        output logic ALUSrcD, RegDstD, BitShiftD,
        output logic [31:0] rd1, rd2,
        output logic [4:0] rsD, rtD, rdD,
        output logic [31:0] ImmD, BitNumD, PCPlus4DOut,
        output logic [31:0] PCBranchD, PCJumpD, PCRegD,
        input logic [31: 0] rd1_, rd2_
    );
    logic Brancheq, Branchneq;
    DecodeInstr DecodeInstr(Instr[31: 26], Instr[5: 0],
                            MemtoRegD, MemWriteD,
                            BitShiftD, ALUSrcD,
                            RegDstD, RegWriteD, 
                            JumpD, JumpRegD, JumpLinkD,
                            ALUControlD,
                            Brancheq, Branchneq);
    logic [31:0] rd1, rd2;
    assign rsD = Instr[25: 21];
    assign rtD = Instr[20: 16];
    assign rdD = Instr[15: 11];
    logic zero;
    assign zero = {ALUControlD == 3'b000} | {ALUControlD == 3'b001};
    SigExtend #(5) SigBit(Instr[10:6], 1'b0, BitNumD);
    SigExtend #(16) SigImm(Instr[15:0], zero, ImmD);
    logic [31:0] ImmSl, PCBranchD_;
    Sl2 BranchSl(ImmD ,ImmSl);
    Adder BranchAdd(PCPlus4DIn, ImmSl, PCBranchD_); 
    assign PCRegD = rd1;
    logic eql;
    assign eql = (rd1 == rd2);
    assign BranchD = (eql & Brancheq) | ((~eql) & Branchneq);
    assign PCBranchD = (BranchD) ? (PCBranchD_) : (PCPlus4DIn);
    assign PCPlus4DOut = PCPlus4DIn;
endmodule
`timescale 1ns / 1ps
module Adder(
        input logic [31:0] a,b,
        output logic [31:0] y 
    );
    assign y=a+b;
endmodule
`timescale 1ns / 1ps
module SigExtend #(parameter WIDTH=32)
    (
        input logic [WIDTH-1:0] a,
        input logic zero,
        output logic [31:0] y
    );
    assign y = (zero == 1'b0) ? ({{(32 - WIDTH){a[WIDTH - 1]}}, a}) : ({{(32 - WIDTH){1'b0}}, a});
endmodule
`timescale 1ns / 1ps
module Sl2(
        input logic [31:0] a,
        output logic [31:0] y
    );
    assign y = {a[29:0], 2'b00};
endmodule
`timescale 1ns / 1ps
module AluDec(
    input logic [5:0] func,
    input logic [2:0] aluop,
    output logic [2:0] alucontrol,
    output logic bitshift,
    output logic jumpreg
    );
    logic [4:0] result;
    assign {alucontrol,bitshift,jumpreg}=result;
    always @(*)
        case (aluop)
            3'b001: result<=5'b010_00; 
            3'b010: result<=5'b011_00; 
            3'b011: result<=5'b000_00; 
            3'b100: result<=5'b001_00; 
            3'b101: result<=5'b111_00; 
            default: 
                case (func)
                    6'b100000: result<=5'b010_00; 
                    6'b100010: result<=5'b011_00; 
                    6'b100100: result<=5'b000_00; 
                    6'b100101: result<=5'b001_00; 
                    6'b101010: result<=5'b111_00; 
                    6'b001000: result<=5'b010_01; 
                    6'b000011: result<=5'b110_10; 
                    6'b000000: result<=5'b100_10; 
                    6'b000010: result<=5'b101_10; 
                    default: result<=5'bxxx_x;
                endcase
        endcase
endmodule
`timescale 1ns / 1ps
module MainDec(
        input logic [5:0] op,
        output logic memtoreg,memwrite,
        output logic branchneq,branchbeq,alusrc,
        output logic regdst,regwrite,
        output logic jump,jumplink,
        output logic userd1,userd2,
        output logic [2:0] aluop
    );
    logic[13:0] controls;
    assign {regwrite,regdst,alusrc,
            branchbeq,branchneq,
            memwrite,memtoreg,
            jump,jumplink,
            userd1,userd2,
            aluop}=controls;
    always @(*)
        case (op)
            6'b000000:controls<=14'b1_100_000_00_11_000; 
            6'b001000:controls<=14'b1_010_000_00_10_001; 
            6'b001100:controls<=14'b1_010_000_00_10_011; 
            6'b001101:controls<=14'b1_010_000_00_10_100; 
            6'b001010:controls<=14'b1_010_000_00_10_101; 
            6'b100011:controls<=14'b1_010_001_00_11_001; 
            6'b101011:controls<=14'b0_010_010_00_11_001; 
            6'b000100:controls<=14'b0_001_000_00_11_010; 
            6'b000101:controls<=14'b0_000_100_00_11_010; 
            6'b000010:controls<=14'b0_010_000_10_00_001; 
            6'b000011:controls<=14'b1_010_000_11_00_001; 
        endcase
endmodule
File: flow/constraint.sdc
current_design SignalDecode

set clk_period 2.8
set clk_io_pct 0.2

create_clock -name clk0 -period $clk_period

set non_clock_inputs [all_inputs -no_clocks]
set_input_delay [expr $clk_period * $clk_io_pct] -clock clk0 $non_clock_inputs
set_output_delay [expr $clk_period * $clk_io_pct] -clock clk0 [all_outputs]
==> ci_impl_report.md <==
## Implementation flow summary

| Metric | Value |
|---|---|
| Status | `completed` |
| Seq pwr share | `5.9%` |
| Synth Instances | `341` |
| Hpwl dp | `5.267 mm` |
| DRT met1 WL | `1.935 mm` |
| Flip-flop count of the largest register after layout | `8` |
| Mapped Area | `2545 sq um` |
| Min Tclk post-route | `2.720 ns` |
| Full die area | `30,630 sq um` |
| Clock share of power | `0%` |
| Vias | `1,220` |
| VDD IR-drop max | `22.29 uV` |
| Ports | `413` |
| Endpoints left unconstrained | `14` |
| Slowest CP cell | `o31a_4` |
| Distinct lib cells | `31` |
| Register Area | `120.1 sq um` |
| Unrepaired setup endpoints after global routing | `false` |
| Largest net degree at the start of global routing | `30` |
| Power Dens Cells | `70.07 nW/um^2` |
| Switching portion of total power | `44.43%` |
| Max incr delay on CP | `0.35 ns` |
| Count of unclocked register or latch pins | `8` |
| Reg with most FFs | `DecodeInstr.md.controls` |
| Ys flop type | `dlxtn_1` |
| Met3 WL | `1.388 mm` |
| Max Freq | `0.3677 GHz` |
| Antenna violation net count after detailed routing | `0` |
| Fin. max-slew vios | `0` |
| Vias in the first global route | `1,384` |
| Final setup viols | `0` |
| GR Util All Layers | `3.339%` |
| Initial antenna violation count | `0` |
| Final instance area | `2008 sq um` |
| Startpoint Class | `input pin` |
| Core ar. | `23,540 sq um` |
| Syn. warnings | `99` |
| Ys cells | `341` |
| Yosys stat chip area | `2545 sq um` |
| Hold-fix buffers at CTS | `0` |
| Gate Area | `914.6 sq um` |
| First-pass detailed-route iteration total | `4` |
| Die W | `175 um` |
| IO buf count | `49` |
| Share of layout cells above drive strength 1 | `12.31%` |
| Worst Hold Path EP | `PCBranchD[12]` |
| Rows | `56` |
| Chip height | `175 um` |
| CP Max Fanout | `7` |
| Critical path arrival | `2.16 ns` |
| Switch Pwr | `0.06252 mW` |
| Lkg Pwr | `0.9008 nW` |
| Slew @ Worst Pin | `0.7520 ns` |
| Post-synthesis async set-or-reset flop share | `0%` |
| RD Place Congestion | `0.7376` |
| Critical path class | `in -> out` |
| Fin crit share | `97.13%` |
| Final Power | `0.1407 mW` |
| Vias per cell | `2.107` |
| Final Hold Fails | `0` |
| Diodes inserted | `0` |
| Avg Synthesized Cell Area | `7.463 sq um` |
| Synth Register Bits | `8` |
| Met2 Routed Length | `2.545 mm` |
| GRT Residual Overflow | `0` |
| First-pass GRT wire length | `8.197 mm` |
| Crit path DRT | `2.24 ns` |
| Area after DPL | `1929 sq um` |
| Hold path start | `PCPlus4DIn[12]` |
| Crit path top cell by count | `buf_4` |
| Logic pwr share | `94.1%` |
| DRT iter0 DRCs | `11` |
| Cell type with the largest total area | `buf_4` |
| Post-Route WL | `6.057 mm` |
| Post-synth top area share | `79.94%` |
| Starting Density | `10.81%` |
| Number of max-cap violations | `0` |
| Area growth from synthesis to layout | `-21.09%` |
| Slew Limit Headroom | `49.40%` |
| DRC | `0` |
| Fill count | `2,777` |
| Hold Path Class | `in -> out` |
| Cell chain of the critical path | `buf_2 -> buf_4 -> nand2b_1 -> a2111oi_4 -> nor3_2 -> o31a_4 -> buf_4 -> dlygate4sd2_1` |
| Top sig layer | `met4` |
| CP Capture Type | `primary output` |
| Log Warnings | `97` |
| Largest regs | `DecodeInstr.md.controls (8)` |
| Avg WL per Cell | `10.46 um` |
| Internal Power | `0.07819 mW` |
| Worst hold path depth | `0` |
| Post-synth EDFFs | `0` |
| Cell area leaders | `buf_4 (80%), dlxtn_1 (4.7%), nand2b_1 (1.2%)` |
==> per-layer routing <==
| metal | track usage (%) | up-vias |
|---|---|---|
| li1 | - | 514 |
| met1 | 3.129 | 497 |
| met2 | 4.839 | 182 |
| met3 | 3.460 | 27 |
| met4 | 1.095 | 0 |
| met5 | 0 | - |
==> stage by stage <==
stage	utilization (%)	setup WS, ns	hold slack, ns	instances	TNS (ns)
floorplan	-	0.3698	1.135	469	0
global placement	8.195	-0.5641	1.120	572	-10.44
detailed placement	8.195	-0.6181	1.120	572	-11.29
CTS	8.386	0.01360	1.120	578	0
global route	8.530	0.006047	1.120	579	0
finish	8.530	0.08044	1.120	579	0
==> critical path, delay by kind of cell <==
| kind | cells | cell delay [ns] |
|---|---|---|
| buffers and inverters | 4 | 0.66 |
| AND-OR/OR-AND | 2 | 0.65 |
| AND/OR/NAND/NOR | 2 | 0.28 |
==> timing repair <==
action	4_1_cts	5_1_grt
resized	46	5
cloned	1	0
endpoints found under the setup margin	22	15
setup buffers	5	1
pin swaps	11	2
==> worst max-delay path by stage <==
stage / startpoint / endpoint / cells past startpoint
final: Instr[1] / ImmD[31] / 8
after CTS: Instr[4] / JumpRegD / 5
after global routing: Instr[1] / ImmD[25] / 8
==> logic make-up (layout without fill, tap and decap cells) <==
family,count (synthesis),after routing,synth area share (%)
latches,8,8,4.720
buffers and inverters,276,66,80.97
AND-OR/OR-AND,13,14,3.589
other,1,129,0.1474
AND/OR/NAND/NOR,43,43,10.57
==> Yosys cell counts, drive strengths merged, types with 2 or more instances <==
library cell / number
a21oi: 4
buf: 272
clkbuf: 2
dlxtn: 8
inv: 2
nand2: 3
nand2b: 5
nand3: 2
nand4b: 2
nor2: 6
nor2b: 4
nor3: 6
nor4: 3
nor4b: 2
o21bai: 3
or2: 3
or3: 3
==> layout make-up <==
cell class / count / share of cell area [%]
Multi-Input combinational cell: 186 / 45.55
Timing Repair Buffer: 64 / 28.22
Tap cell: 319 / 19.88
Sequential cell: 8 / 5.981
Inverter: 2 / 0.3738
==> power groups by stage <==
stage / registers [mW] / clock network (mW) / logic, mW
finish: 0.00837 / 0 / 0.132
CTS: 0.00839 / 0 / 0.134
global route: 0.00855 / 0 / 0.155
==> layout by cell type (no fill, tap or decap), drive strengths merged <==
master / instances
conb: 129
clkdlybuf4s50: 26
buf: 19
dlygate4sd2: 17
dlxtn: 8
nor2: 6
nor3: 6
nand2b: 5
nor2b: 4
a21oi: 4
nand2: 3
o21bai: 3
nor4: 3
or3: 3
or2: 3
nand4b: 2
inv: 2
nand3: 2
nor4b: 2
o31a: 2
clkdlybuf4s15: 2
a2111oi: 1
or3b: 1
or4: 1
and2: 1
o32a: 1
o22a: 1
and3: 1
a31oi: 1
o22ai: 1
Power and IR drop assume default switching activity.
