[design.v]
`timescale 1ns / 1ps
module Alu(
        input logic [31:0] a,b,
        input logic [2:0] alucont,
        output logic [31:0] result
    );
    logic signed [31: 0] a_, b_;
    assign a_ = a;
    assign b_ = b;
    always @(*)
        case (alucont)
            3'b000: result<=a_ & b_;
            3'b001: result<=a_ | b_;
            3'b010: result<=a_ + b_;
            3'b011: result<=a_ - b_;
            3'b100: result<=(b_ << a_);
            3'b101: result<=(b_ >> a_);
            3'b110: result<=(b_ >>> a_);
            3'b111: result<=(a_ < b_)?(1):(0);
        endcase
endmodule
`timescale 1ns / 1ps
module Excute(
        input logic JumpLinkEIn, RegWriteEIn, MemtoRegEIn, MemWriteEIn,
        input logic [2:0] ALUControlEIn,
        input logic ALUSrcEIn, RegDstEIn, BitShiftEIn,
        input logic [31:0] rd1E, rd2E,
        input logic [4:0] rsE, rtE, rdE, 
        input logic [31:0] ImmE, BitNumE, PCPlus4E, ALUOutM, ResultW,
        input logic [1:0] ForwardAE, ForwardBE,
        output logic [4:0] WriteRegE,
        output logic [31:0] WriteDataE, ALUOutE,
        output logic RegWriteEOut, MemWriteEOut, MemtoRegEOut 
    );
    assign RegWriteEOut = RegWriteEIn;
    assign MemWriteEOut = MemWriteEIn;
    assign MemtoRegEOut = MemtoRegEIn;
    logic [31:0] SrcAE_, SrcBE_, SrcAE, SrcBE;
    TripleMux #(5) WtRegMux(rtE, rdE, 5'b11111, 
                            {JumpLinkEIn, RegDstEIn}, WriteRegE);
    TripleMux #(32) SrcA_Mux(rd1E, ALUOutM, ResultW, 
                            ForwardAE, SrcAE_);
    TripleMux #(32) SrcB_Mux(rd2E, ALUOutM, ResultW, 
                            ForwardBE, SrcBE_);
    TripleMux #(32) SrcAMux(SrcAE_, BitNumE, PCPlus4E,
                            {JumpLinkEIn, BitShiftEIn}, SrcAE);
    TripleMux #(32) SrcBMux(SrcBE_, ImmE, 32'b0,
                            {JumpLinkEIn, ALUSrcEIn}, SrcBE);
    assign WriteDataE = SrcBE_;
    Alu ALU(SrcAE, SrcBE, ALUControlEIn, ALUOutE);                                                         
endmodule
`timescale 1ns / 1ps
module TripleMux #(parameter WIDTH=8)
    (
        input logic [WIDTH-1:0] d0,d1,d2,
        input logic [1:0]s,
        output logic [WIDTH-1:0] y
    );
    always @(*)
        case (s)
            2'b00: y<=d0;
            2'b01: y<=d1;
            default: y<=d2;
        endcase
endmodule
[run.sh]
#!/bin/bash
# OpenROAD 26Q1-2900-gdf79404cd8, Yosys 0.63+post, stock flow scripts
make -C /OpenROAD-flow-scripts/flow DESIGN_CONFIG=/design/flow/config.mk WORK_HOME=/design/flow/orfs finish
[config.mk]
export PLATFORM = sky130hd
export DESIGN_NAME = Excute
export DESIGN_NICKNAME = Excute
export VERILOG_FILES = /design/flow/design.v
export SDC_FILE = /design/flow/constraint.sdc
export NUM_CORES = 4
export LEC_CHECK = 1
export CORE_UTILIZATION = 30
[constraint.sdc]
current_design Excute

set clk_period 26.5
set clk_io_pct 0.2

create_clock -name clk0 -period $clk_period

set non_clock_inputs [all_inputs -no_clocks]
set_input_delay [expr $clk_period * $clk_io_pct] -clock clk0 $non_clock_inputs
set_output_delay [expr $clk_period * $clk_io_pct] -clock clk0 [all_outputs]
==> impl_summary.log <==
[flow] summary of implementation run
[metrics] sw power: 0.279 mW
[metrics] Hold WC Path Type: primary input to output pin
[metrics] Syn Inst Count: 1938
[metrics] critical path data required time: 21.20 ns
[metrics] sequential cell area fraction in the yosys report: 0
[metrics] number of slew-limit violations in the final report: 0
[metrics] Syn-to-layout area delta: 28.0%
[metrics] Starting Density: 0.304
[metrics] Routed Antenna Nets: 0
[metrics] commonest cells in the netlist: sky130_fd_sc_hd__nand2_1 (166), sky130_fd_sc_hd__a21oi_1 (162), sky130_fd_sc_hd__mux2i_1 (161), sky130_fd_sc_hd__nor2_1 (149), sky130_fd_sc_hd__ha_1 (96)
[metrics] Max Cap Violations: 0
[metrics] horizontal die dimension: 209 um
[metrics] vias in the first global route: 16100
[metrics] fraction of the mapped netlist area in adder cells: 0.0970
[metrics] final weighted congestion in routability-driven placement: 1.06
[metrics] area share of the largest cell type after synthesis: 0.126
[metrics] multiplexer share of the synthesized area: 0.172
[metrics] Max Clk Rate: 0.0584 GHz
[metrics] Total GRT Usage: 0.382
[metrics] I/O Pins: 325
[metrics] internal power contribution: 0.182 mW
[metrics] die height: 209 um
[metrics] Arr. time, crit path: 11.82 ns
[metrics] total cell area reported by yosys after synthesis: 12800 um2
[metrics] worst hold slack: 10.60 ns
[metrics] dominant non-sequential cell family after synthesis: AND-OR/OR-AND gates
[metrics] flip-flop and latch area: 0 um2
[metrics] number of failing setup endpoints in the final timing report: 0
[metrics] startpoint class of the critical path: primary input
[metrics] outcome: finished clean
[metrics] Pwr Density: 28.1 nW/um2
[metrics] layout cells sized above 1: 0.0708
[metrics] DRT Pass-1 Iters: 6
[metrics] count of buffers inserted at the top-level ports: 314
[metrics] Complex Gates by Area: 0.397
[metrics] via-per-instance ratio: 6.37
[metrics] count of yosys warnings during synthesis: 3
[metrics] placeable core region: 42000 um2
[metrics] Row Count: 75
[metrics] Synth Area in Simple Gates: 0.231
[metrics] post-synthesis cell area: 12800 um2
[metrics] biggest fanout along the worst timing path: 45
[metrics] leakage power: 6.48 nW
[metrics] proportion of power drawn by flip-flops and latches: 0
[metrics] die outline area: 43500 um2
[metrics] maximum VDD drop: 0.0000113 V
[metrics] share of total power in combinational logic: 1.000
[metrics] tool warning count: 101
[metrics] category of the critical setup timing path: primary input to output pin
[metrics] maximum number of pins on one net before global-route repair: 58
[metrics] number of DRC violations after detailed routing: 0
[metrics] clock power share: 0
[metrics] global-route wire length before repair: 119000 um
[metrics] total number of sequential cells: 0
[metrics] parity-gate share of the synthesized area counting xor and xnor cells: 0.0157
[metrics] normalized max-slew margin: 0.320
[metrics] slew at the pin closest to its max-slew limit: 1.02 ns
[metrics] switching share of total power: 0.606
[metrics] per-instance average area after synthesis: 6.60 um2
[metrics] total negative slack for setup checks: 0 ns
[metrics] final critical delay including setup and external delays: 17.12 ns
[metrics] post-CTS setup buffer count: 0
[metrics] final tally of hold violations: 0
[metrics] number of antenna violations at the first check in global routing: 4
[metrics] Avg WL per Cell: 31.2 um
[metrics] unrepaired setup endpoints after global routing: false
[metrics] clock buffer count: 0
[metrics] nature of the critical path endpoint: output pin
[metrics] synth top area cells: sky130_fd_sc_hd__mux2i_1 (13%), sky130_fd_sc_hd__ha_1 (9.4%), sky130_fd_sc_hd__a21oi_1 (6.3%), sky130_fd_sc_hd__nand2_1 (4.9%), sky130_fd_sc_hd__mux2_2 (4.4%)
[metrics] post-cts hold-fix buffer tally: 0
[metrics] Post-Route WL: 84000 um
[metrics] initial drt markers: 1949
[metrics] tally of unique sky130hd cells used after synthesis: 86
[metrics] Yosys top cell by instances: sky130_fd_sc_hd__nand2_1
[metrics] worst hold path depth: 0
[metrics] total gr overflow: 0
[metrics] part of the cycle the worst path needs: 0.646
[metrics] DR vias: 17100
[metrics] placed wire-length estimate after detailed placement: 67700 um
[metrics] cells in synth_stat.txt: 1938
[metrics] Resized cells post-CTS: 0
[metrics] cell type with the highest aggregate area in the netlist: sky130_fd_sc_hd__mux2i_1
logic make-up after synthesis:
kind of cell | after synthesis
muxes | 213
xor gates and xnor gates | 23
and+or+nand+nor | 602
buffers and inverters | 273
adders and majority gates | 98
AOI/OAI and AO/OA | 729
cells in the final DEF (no fill, tap or decap), drive strengths merged, types with 12 or more instances in the layout:
cell type      count
clkdlybuf4s50    308
nand2            167
mux2i            162
a21oi            162
nor2             152
inv               97
ha                96
o21ai             96
a211oi            73
buf               72
nand2b            56
mux2              51
nor2b             46
o21a              41
nand3             38
o211ai            37
a211o             35
a31oi             34
nor3              32
and2              29
o31ai             24
a21o              20
xnor2             20
a221oi            19
o22ai             18
a22oi             18
a32o              17
o21bai            16
and3              16
nor4              15
nor3b             14
o221ai            13
o311ai            12
power groups by stage:
stage / sequential, mW / clock [mW] / combinational (mW)
finish: 0 / 0.0000000172 / 0.461
global route: 0 / 0.0000000101 / 0.490
CTS: 0 / 0 / 0.450
final cells by class:
type                       instances  area (um2)
inverter                         102         383
tap                              539         674
timing repair buffer             380        3610
multi-input combinational       1665       11700
antenna                            4        10.0
fill                            4423       25700
critical path, cell delays in order:
cell and delay (ns):
sky130_fd_sc_hd__clkdlybuf4s50_1 0.39, sky130_fd_sc_hd__buf_4 0.26, sky130_fd_sc_hd__nor2b_1 0.18, sky130_fd_sc_hd__o211ai_1 0.33, sky130_fd_sc_hd__buf_4 0.25, sky130_fd_sc_hd__and3_2 0.64
sky130_fd_sc_hd__buf_4 0.62, sky130_fd_sc_hd__ha_1 0.38, sky130_fd_sc_hd__o211ai_1 0.20, sky130_fd_sc_hd__a211oi_1 0.62, sky130_fd_sc_hd__a21oi_1 0.30, sky130_fd_sc_hd__o41ai_1 0.69
sky130_fd_sc_hd__o311ai_0 0.37, sky130_fd_sc_hd__a31oi_1 0.34, sky130_fd_sc_hd__mux2i_1 0.11, sky130_fd_sc_hd__a31oi_1 0.24, sky130_fd_sc_hd__clkdlybuf4s50_1 0.55
through the flow:
stage	power (mW)	utilization	area [um2]	worst slack, ns	cells
4_1_cts	0.450	0.389	16400	9.52	2686
6_report	0.461	0.390	16400	9.38	2690
2_1_floorplan	0.259	-	12800	11.29	1938
5_1_grt	0.490	0.389	16400	9.15	2688
3_5_place_dp	0.447	0.389	16400	9.55	2686
3_3_place_gp	0.450	0.389	16400	9.44	2686
per-layer routing:
metal  share of wire  vias up  track usage
met1            0.41     8098        0.499
met2            0.44     1092        0.592
met3           0.096      219       0.0810
met5         0.00015        -            0
li1                -     7711            -
met4           0.064        2        0.200
worst paths after layout:
| check | endpoint | startpoint |
|---|---|---|
| setup / recovery | ALUOutE[31] | ForwardAE[1] |
| hold / removal | MemWriteEOut | MemWriteEIn |
Power is estimated from default activity; no workload was simulated.
