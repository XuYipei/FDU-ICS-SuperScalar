File: constraint.sdc
current_design Dmem

set clk_period 79.8
set clk_io_pct 0.2

create_clock -name clk0 -period $clk_period [get_ports {clk}]

set non_clock_inputs [all_inputs -no_clocks]
set_input_delay [expr $clk_period * $clk_io_pct] -clock clk0 $non_clock_inputs
set_output_delay [expr $clk_period * $clk_io_pct] -clock clk0 [all_outputs]
File: config.mk
export PLATFORM = sky130hd
export DESIGN_NAME = Dmem
export DESIGN_NICKNAME = Dmem
export VERILOG_FILES = /design/flow/design.v
export SDC_FILE = /design/flow/constraint.sdc
export NUM_CORES = 4
export LEC_CHECK = 1
export CORE_UTILIZATION = 30
File: run.sh
#!/bin/bash
# OpenROAD 26Q1-2900-gdf79404cd8, Yosys 0.63+post, stock flow scripts
make -C /OpenROAD-flow-scripts/flow DESIGN_CONFIG=/design/flow/config.mk WORK_HOME=/design/flow/orfs finish
File: design.v
`timescale 1ns / 1ps
module Dmem(
        input logic clk,we,
        input logic [31:0] a,wd,
        output logic [31:0] rd
    );
    logic debug;
    logic [31:0] RAM[127:0];
    assign rd=RAM[a[31:2]];
    always_ff @(posedge clk)
        if (we)
            begin
                RAM[a[31:2]]<=wd;
                debug <= (a[31: 2] == 5'b10100);
            end
endmodule
==> flow_summary.ini <==
; implementation run metrics
[synthesis]
synth-async-reset-ratio = 0
common_cells = edfxtp_1 (4096), a221oi_1 (847), a22oi_1 (468)
edf_count = 4096
yosysMostFrequentCell = edfxtp_1
synth_cell_type_count = 75
ys_cells = 8922
synthesis.area_um2 = 156600
synth_cells = 8922
top_area_cell = edfxtp_1
yosysWarningCount = 1
netlist_top_cells_area = edfxtp_1 (79%), a221oi_1 (4.7%), a22oi_1 (2.2%), mux2_2 (2.0%), a21oi_1 (1.4%)
avgSynthCellArea_um2 = 17.55
yosysTopAreaCellShare = 0.7853
synth-seq-cells = 4096
synth_seq_share = 0.7853
yosys.stat.chipArea_um2 = 156600
dominantRegCellSynth = edfxtp_1

[final_layout]
final_util = 0.3484
design_area_um2 = 181200
drive_gt1_frac = 0.1761
area_growth_syn_to_layout_pct = 15.72
largest_reg_flops = 4096
fillers = 48060

[min_path]
worstHoldEndpoint = RAM[125][28]
hold_class = in2reg
hold_start = wd[28]
min_path_cells = 1

[critical_path]
critPathLaunchType = primary input
crit_type = in2out
path_max_fanout = 79
critical_path_required_ns = 63.84
crit_arrival_ns = 22.63
cp-end-kind = primary output

[global_route]
gr-total-overflow = 0
gr-usage-all-layers = 0.2207
antenna_found_initial = 53
grt_pass1_vias = 95050
grt_max_degree = 85
grt_pass1_wl_um = 759300

[sta]
final_max_slew_viol_count = 0
finalSetupTns_ns = 0
finalClockPeriodUsage = 0.4836
period_needed_ns = 38.59
hold_viol_final = 0
worst_pin_slew_ns = 1.258
rsz0062_at_grt = no
slew_headroom = 0.1593
fmax_mhz = 25.91
finalSetupViolCount = 0

[clocking]
clk_path_buf_depth = 4
clkTransAtPathRegs_ns = 0.06
cts_max_level = 5
numClockSinks = 4096
cts_root_buf = clkbuf_16
cts-hold-fix-buffers = 0
cts_tree = done
cts_buffers = 417
post_cts_buffers = 0
cts.repair.resized = 0

[floorplanning]
fp.coreArea_um2 = 520200
io_pins = 98
num_rows = 265
die-area_um2 = 525000
chipWidth_um = 724.5
die_y_um = 724.5
initCoreUtil = 0.3011

[route]
drt-total-wl_um = 553000
firstDrtPassIters = 6
wire_per_inst_um = 33.38
antenna_left = 0
num_vias = 92990
via_per_inst = 5.612
drt-initial-drc-count = 7455
drcViolationCount = 0

[power]
p_seq_frac = 0.523
intPower_w = 0.003503
clkPwrFrac = 0.412
p_switching_w = 0.001039
power_frac_comb = 0.065
peakVddDrop_uv = 20.24
power_w = 0.004542
power_density_nw_per_um2 = 25.06
p_leak_nw = 54.87
swShare = 0.2287

[place]
io_buffers = 72
dp_hpwl_um = 330000
gp_congestion = 0.9466
dpl-instance-area_um2 = 168100

[status]
status = finished, final reports clean

[job]
warnings = 51
max_cap_violations = 0
-- area by class of cell --
type / instances / area [µm²] / area share
Multi-Input combinational cell: 4092 / 31650 / 0.1747
Tap cell: 6942 / 8686 / 0.04793
Clock inverter: 245 / 1992 / 0.01099
Sequential cell: 4096 / 123000 / 0.6787
Inverter: 7 / 50.05 / 0.0002761
Timing Repair Buffer: 596 / 4726 / 0.02608
Antenna cell: 88 / 220.2 / 0.001215
Clock buffer: 504 / 10910 / 0.06020
-- critical path, cell delays in order --
cell	delay, ns
buf_8	0.30
buf_4	0.53
buf_4	0.60
buf_12	0.44
buf_4	0.54
buf_4	0.56
mux2i_1	0.25
mux4_2	0.24
a21oi_1	0.14
a221oi_1	0.73
o2111ai_1	0.63
or4_1	0.94
clkdlybuf4s50_1	0.54
-- worst max-delay path by stage --
| stage | depth (start not counted) | startpoint | endpoint | slack [ns] |
|---|---|---|---|---|
| finish | 13 | a[4] | rd[9] | 41.21 |
| global route | 13 | a[4] | rd[9] | 41.13 |
| CTS | 13 | a[4] | rd[9] | 41.34 |
-- cell families after synthesis --
logic type / Yosys count / share of synthesized area
AND-OR/OR-AND: 2731 / 0.1287
buffers and inverters: 734 / 0.02027
AND/OR/NAND/NOR: 885 / 0.02740
multiplexers: 476 / 0.03824
flip-flops: 4096 / 0.7853
-- power groups by stage --
| stage | registers (W) | logic [W] | clock network (W) |
|---|---|---|---|
| after CTS | 0.00238 | 0.000284 | 0.00189 |
| after global routing | 0.00238 | 0.000305 | 0.00196 |
| final | 0.00238 | 0.000293 | 0.00187 |
-- per-stage QoR --
step / std cells / hold WS [ns] / setup slack [ns]
CTS: 16480 / 15.25 / 41.34
detailed placement: 15730 / 16.27 / 41.39
global placement: 15730 / 16.27 / 41.35
global route: 16550 / 15.28 / 41.13
floorplan: 8922 / 16.06 / 45.80
finish: 16570 / 15.28 / 41.21
-- metal layers --
| metal | global-route usage | part of all wire |
|---|---|---|
| met1 | 0.2177 | 0.29 |
| met3 | 0.2095 | 0.22 |
| met2 | 0.3049 | 0.43 |
| met5 | 0.05261 | 0.0046 |
| met4 | 0.09929 | 0.058 |
-- placed cells by master (no fill, tap or decap), drive strengths merged, types with 19 or more instances in the layout --
master / Yosys / layout
clkbuf: 324 / 504
a222oi: 44 / 44
nor3: 43 / 43
o221ai: 49 / 49
mux2: 279 / 279
clkinv: 0 / 205
o2bb2ai: 25 / 25
nand3: 27 / 27
a211o: 19 / 19
nand3b: 31 / 31
nand2: 241 / 241
a221oi: 847 / 847
mux4: 70 / 70
nor2b: 108 / 108
nand2b: 22 / 22
a221o: 64 / 64
nor2: 291 / 291
bufinv: 0 / 27
a22o: 43 / 43
clkdlybuf4s50: 0 / 34
a31oi: 21 / 21
a22oi: 468 / 468
o21ai: 326 / 326
buf: 403 / 562
o22a: 31 / 31
a21oi: 425 / 425
mux2i: 127 / 127
edfxtp: 4096 / 4096
diode: 0 / 88
a211oi: 43 / 43
o22ai: 170 / 170
Power and IR drop assume default switching activity.
